File: flow/design.v
module filter(input logic clk, reset, 
				  input logic [7:0]signalIn,
				  input logic [1:0]filterChoice,
				  output logic [7:0]signalOut);
logic [7:0]signalLowFilt;
logic [7:0]signalHighFilt; 
always_comb
begin
	case(filterChoice)
			2'b00 : signalOut = signalIn;
			2'b10 : signalOut = signalLowFilt;
			2'b01 : signalOut = signalHighFilt;
			default : signalOut = signalIn;
	endcase
end
logic [63:0]alphaL;
assign alphaL = 0.1;  
logic [7:0]signalLowFiltPrevious;
always_ff@(posedge clk, posedge reset) begin
		if(reset) signalLowFilt <= 0;
		else	begin
			signalLowFilt <= signalLowFiltPrevious+(alphaL*(signalIn-signalLowFiltPrevious));
			signalLowFiltPrevious <= signalLowFilt;
		end
	end
logic [63:0]alphaH;
assign alphaH =	0.9;  
logic [7:0]signalHighFiltPrevious;
logic [7:0]signalInPrevious;
always_ff@(posedge clk, posedge reset) begin
		if(reset) begin
			signalHighFilt <= 0;
			signalInPrevious <= 0;
		end
		else begin
			signalHighFilt <= alphaH*(signalHighFiltPrevious+signalIn-signalInPrevious);
			signalInPrevious <= signalIn;
			signalHighFiltPrevious <= signalHighFilt;
		end
end
endmodule 
File: flow/run.sh
#!/bin/bash
# OpenROAD 26Q1-2900-gdf79404cd8, Yosys 0.63+post, stock flow scripts
make -C /OpenROAD-flow-scripts/flow DESIGN_CONFIG=/design/flow/config.mk WORK_HOME=/design/flow/orfs finish
File: flow/config.mk
export PLATFORM = sky130hd
export DESIGN_NAME = filter
export DESIGN_NICKNAME = filter
export VERILOG_FILES = /design/flow/design.v
export SDC_FILE = /design/flow/constraint.sdc
export NUM_CORES = 4
export LEC_CHECK = 1
export CORE_UTILIZATION = 40
File: flow/constraint.sdc
current_design filter

set clk_period 3.1
set clk_io_pct 0.2

create_clock -name clk0 -period $clk_period [get_ports {clk}]

set non_clock_inputs [all_inputs -no_clocks]
set_input_delay [expr $clk_period * $clk_io_pct] -clock clk0 $non_clock_inputs
set_output_delay [expr $clk_period * $clk_io_pct] -clock clk0 [all_outputs]
==> flow_metrics.tcl <==
# place-and-route summary
set metrics [dict create \
    h-tree-depth 2 \
    drc_errors 0 \
    synth_warnings 3 \
    min_period_ns 2.99 \
    ctsResizeCount 0 \
    p_seq_share_pct 47.5 \
    die_area_um2 4680 \
    grt_max_degree 41 \
    postSynthSeqShare_pct 61.3 \
    endpoint_kind "output pin" \
    cp.required_ns 2.48 \
    hold_slack_ns 0.350 \
    ant_nets 0 \
    diodes 0 \
    syn2layout_area_growth_pct 19.4 \
    swShare_pct 29.7 \
    first_pass_iters 4 \
    synth.avg_cell_area_um2 13.4 \
    hpwl_um 1980 \
    async_flop_share_pct 60.0 \
    grt_pass1_vias 978 \
    die_w_um 68.4 \
    tightestPinTransition_ns 0.507 \
    grt.total_usage_pct 14.2 \
    wl_met2_um 1230 \
    wl_met3_um 153 \
    syn_area_um2 1760 \
    grt_overflow 0 \
    yosysCellCount 132 \
    internal_power_uw 1050 \
    period_used_pct 96.3 \
    place.gp.congestion 0.778 \
    synthFlopType "dfrtp_1" \
    synth-edff-count 16 \
    pwr-share-comb_pct 31.6 \
    hp-class "reg -> reg" \
    top_layer "met4" \
    synth.ff_latch_count 40 \
    rsz0062_at_grt "no" \
    routed-via-count 994 \
    crit_slowest_cell "clkdlybuf4s50_1" \
    max_stage_delay_ns 0.48 \
    hold_buffers 0 \
    drv_slew 0 \
    grt_pass1_wl_um 4530 \
    critical_path_class "in -> out" \
    drive_above_1_share_pct 8.86 \
    cts_buffers 5 \
    ios 20 \
    hold_viol 0 \
    synth_cell_types 21 \
    path_cells "clkdlybuf4s50_1, inv_1, ha_2, buf_4, nand2_1, o21ai_1, clkdlybuf4s50_1" \
    cp_data_arrival_time_ns 2.37 \
    root_buffer "clkbuf_8" \
    maxCapViolCount 0 \
    peakVddDrop_uv 326 \
    drt-met1-wl_um 1430 \
    cts.path.max_buffers 2 \
    warnings 26 \
    pwr-share-clk_pct 21.0 \
    finClkSkew_ns 0.00299 \
    clk_pin_slew_ns 0.07 \
    slew_headroom_pct 66.2 \
    power_leakage_uw 0.000937 \
    power_density_nw_per_um2 711 \
    setup-violations-final 0 \
    cts.sinks 40 \
    core_um2 4120 \
    port_buffers 19 \
    start_kind "primary input" \
    synthCells 132 \
    fillers 335 \
    place_ws_ns 0.0256 \
    fin_util_pct 51.2 \
    max_clock_freq_mhz 335 \
    antenna_found_initial 0 \
    tritoncts "built" \
    initCoreUtil_pct 42.9 \
    crit_fanout 10 \
    p_switching_uw 445 \
    path_common_cell "clkdlybuf4s50_1" \
    clock_latency_ns 0.28 \
    cts_setup_buffers 0 \
    tns_ns 0 \
    yosys_area_um2 1760 \
    avgRoutedWirePerCell_um 13.7 \
    outcome "complete, no violations" \
    worst_slack_ns 0.114 \
    num_rows 23 \
    routed_wl_um 2850 \
    viasPerCell 4.78 \
    die_h_um 68.4 \
    drt_iter0_markers 43 \
]
layout by cell type, fill, tap and decap left out, types with 2 or more instances in the layout:
| cell type | Yosys | layout |
|---|---|---|
| nand2_1 | 5 | 5 |
| xnor2_1 | 7 | 7 |
| dfrtp_1 | 24 | 24 |
| clkdlybuf4s50_1 | 0 | 19 |
| a221oi_1 | 6 | 6 |
| fa_1 | 7 | 7 |
| o21ai_1 | 3 | 3 |
| ha_1 | 10 | 9 |
| clkbuf_8 | 0 | 5 |
| buf_4 | 0 | 3 |
| a21oi_2 | 2 | 2 |
| inv_1 | 30 | 30 |
| a22oi_1 | 2 | 2 |
| edfxtp_1 | 16 | 16 |
| a21oi_1 | 9 | 9 |
| xor2_1 | 2 | 2 |
stage by stage:
stage / cell area, um2 / std cells / power (uW)
floorplan: 1760 / 132 / 1060
global placement: 2030 / 201 / 1190
detailed placement: 2030 / 201 / 1200
CTS: 2100 / 208 / 1530
global route: 2110 / 208 / 1620
finish: 2110 / 208 / 1500
cell type report:
type	count	area, um2	area share [%]
inverter	30	113	5.34
clock inverter	1	5.00	0.238
tap	50	62.6	2.97
clock buffer	6	72.6	3.44
multi-input combinational	59	561	26.6
sequential	40	1080	51.3
timing repair buffer	22	213	10.1
registers in the layout, summed over array words and instances (netlist names):
signal and count:
signalHighFilt 8, signalLowFiltPrevious 8, signalLowFilt 8, signalHighFiltPrevious 8
signalInPrevious 8
worst max-delay path: cells and delay by family:
family	cells	cell delay [ns]
simple gates	1	0.05
compound gates	1	0.08
fa+ha+maj	1	0.43
buf+inv	4	1.18
metal layers:
metal / track usage, % / up-vias
met5: 0 / -
met4: 2.60 / 0
met3: 5.07 / 4
met2: 20.1 / 20
met1: 22.6 / 488
li1: - / 482
power by group through the flow:
stage	sequential (uW)	combinational (uW)	clock, uW
CTS	713	481	331
global route	723	540	353
finish	711	473	315
cells in the mapped netlist (all sizes together), types with 2 or more instances:
master  number  share of area, %
xor2         2              0.99
a221oi       6               3.0
xnor2        7               3.5
ha          10               7.1
a21oi       11               3.5
edfxtp      16                27
nand2        5               1.1
dfrtp       24                34
clkbuf       2              0.43
inv         30               6.4
fa           7               7.9
o21ai        3              0.85
a22oi        2              0.85
kinds of logic (layout without fill, tap and decap cells):
family | count (synthesis) | in the layout | share of synthesized area [%]
flops | 40 | 40 | 61.3
buf+inv | 33 | 59 | 7.09
compound gates | 26 | 26 | 10.5
fa+ha+maj | 17 | 17 | 15.0
xor+xnor | 9 | 9 | 4.47
simple gates | 7 | 7 | 1.63
final timing paths:
check / start / to / slack [ns] / cells past startpoint
worst max-delay path: filterChoice[0] / signalOut[7] / 0.11 / 7
worst min-delay path: signalLowFiltPrevious[2]$_DFFE_PN_ / signalLowFilt[2]$_DFF_PP0_ / 0.35 / 0
worst max register to register: signalHighFiltPrevious[1]$_DFFE_PN_ / signalHighFilt[6]$_DFF_PP0_ / 0.96 / 8
worst min register to register: signalLowFiltPrevious[2]$_DFFE_PN_ / signalLowFilt[2]$_DFF_PP0_ / 0.35 / 0
max in group asynchronous: reset / signalHighFilt[5]$_DFF_PP0_ / 1.99 / 3
min in group asynchronous: reset / signalLowFilt[0]$_DFF_PP0_ / 0.76 / 3
Power figures rest on the tool's default switching activity, not on a simulated workload.
