`./design.v`:
```
module aFifo
  #(parameter    DATA_WIDTH    = 8,
                 ADDRESS_WIDTH = 8,
                 FIFO_DEPTH    = (8 << ADDRESS_WIDTH))
    (output logic  [DATA_WIDTH-1:0]        Data_out, 
     output logic                          Empty_out,
     input logic                          ReadEn_in,
     input logic                          RClk,        
     input logic  [DATA_WIDTH-1:0]        Data_in,  
     output logic                          Full_out,
     input logic                          WriteEn_in,
     input logic                          WClk,
     input logic                          Clear_in);
    logic   [DATA_WIDTH-1:0]              Mem [FIFO_DEPTH-1:0];
    logic  [ADDRESS_WIDTH-1:0]           pNextWordToWrite, pNextWordToRead;
    logic                                EqualAddresses;
    logic                                NextWriteAddressEn, NextReadAddressEn;
    logic                                Set_Status, Rst_Status;
    logic                                 Status;
    logic                                PresetFull, PresetEmpty;
    always @ (posedge RClk)
        if (ReadEn_in & !Empty_out)
            Data_out <= Mem[pNextWordToRead];
    always @ (posedge WClk)
        if (WriteEn_in & !Full_out)
            Mem[pNextWordToWrite] <= Data_in;
    assign NextWriteAddressEn = WriteEn_in & ~Full_out;
    assign NextReadAddressEn  = ReadEn_in  & ~Empty_out;
    GrayCounter GrayCounter_pWr
       (.GrayCount_out(pNextWordToWrite),
        .Enable_in(NextWriteAddressEn),
        .Clear_in(Clear_in),
        .Clk(WClk)
       );
    GrayCounter GrayCounter_pRd
       (.GrayCount_out(pNextWordToRead),
        .Enable_in(NextReadAddressEn),
        .Clear_in(Clear_in),
        .Clk(RClk)
       );
    assign EqualAddresses = (pNextWordToWrite == pNextWordToRead);
    assign Set_Status = (pNextWordToWrite[ADDRESS_WIDTH-2] ~^ pNextWordToRead[ADDRESS_WIDTH-1]) &
                         (pNextWordToWrite[ADDRESS_WIDTH-1] ^  pNextWordToRead[ADDRESS_WIDTH-2]);
    assign Rst_Status = (pNextWordToWrite[ADDRESS_WIDTH-2] ^  pNextWordToRead[ADDRESS_WIDTH-1]) &
                         (pNextWordToWrite[ADDRESS_WIDTH-1] ~^ pNextWordToRead[ADDRESS_WIDTH-2]);
    always @ (Set_Status, Rst_Status, Clear_in)  
        if (Rst_Status | Clear_in)
            Status = 0;   
        else if (Set_Status)
            Status = 1;   
    assign PresetFull = Status & EqualAddresses;   
    always @ (posedge WClk, posedge PresetFull)  
        if (PresetFull)
            Full_out <= 1;
        else
            Full_out <= 0;
    assign PresetEmpty = ~Status & EqualAddresses;   
    always @ (posedge RClk, posedge PresetEmpty)   
        if (PresetEmpty)
            Empty_out <= 1;
        else
            Empty_out <= 0;
endmodule 
`timescale 1ns/1ps
module GrayCounter
   #(parameter   COUNTER_WIDTH = 4)
    (output reg  [COUNTER_WIDTH-1:0]    GrayCount_out,   
     input wire                         Enable_in,   
     input wire                         Clear_in,    
     input wire                         Clk);
    reg    [COUNTER_WIDTH-1:0]         BinaryCount;
    always @ (posedge Clk)
        if (Clear_in) begin
            BinaryCount   <= {COUNTER_WIDTH{1'b 0}} + 1;   
            GrayCount_out <= {COUNTER_WIDTH{1'b 0}};       
        end
        else if (Enable_in) begin
            BinaryCount   <= BinaryCount + 1;
            GrayCount_out <= {BinaryCount[COUNTER_WIDTH-1],
                              BinaryCount[COUNTER_WIDTH-2:0] ^ BinaryCount[COUNTER_WIDTH-1:1]};
        end
endmodule
```
`./run.sh`:
```
#!/bin/bash
# OpenROAD 26Q1-2900-gdf79404cd8, Yosys 0.63+post, stock flow scripts
make -C /OpenROAD-flow-scripts/flow DESIGN_CONFIG=/design/flow/config.mk WORK_HOME=/design/flow/orfs finish
```
`./constraint.sdc`:
```
current_design aFifo

set clk_period 2.7
set clk_io_pct 0.2

create_clock -name clk0 -period $clk_period [get_ports {RClk}]
create_clock -name clk1 -period $clk_period [get_ports {WClk}]

set non_clock_inputs [all_inputs -no_clocks]
set_input_delay [expr $clk_period * $clk_io_pct] -clock clk0 $non_clock_inputs
set_output_delay [expr $clk_period * $clk_io_pct] -clock clk0 [all_outputs]
```
`./config.mk`:
```
export PLATFORM = sky130hd
export DESIGN_NAME = aFifo
export DESIGN_NICKNAME = aFifo
export VERILOG_FILES = /design/flow/design.v
export SDC_FILE = /design/flow/constraint.sdc
export NUM_CORES = 4
export LEC_CHECK = 1
export CORE_UTILIZATION = 50
export SYNTH_MEMORY_MAX_BITS = 65536
```
==> results.json <==
{
  "hpwl_um": 6940,
  "tightest_slew_ns": 0.689,
  "ctsHoldBuffers": 0,
  "cts_resized": 0,
  "syn_area_um2": 5940,
  "cts_tree": "done",
  "insertedDiodeCount": 0,
  "unclocked_regs": 1,
  "grt_usage_pct": 21.0,
  "numSynthFlops": 153,
  "yosys_warnings": 4,
  "post_cts_buffers": 0,
  "grt_pass1_vias": 3126,
  "synth_cells": 301,
  "synth_cell_types": 32,
  "final_cell_mix": "edfxtp_1 (136), nor2_1 (25), buf_4 (22), mux4_2 (21), clkdlybuf4s50_1 (21)",
  "cap_violations": 0,
  "timing.final.ws_setup_ns": 0.569,
  "ir_drop_mv": 0.678,
  "num_vias": 2911,
  "worstPathArrival_ns": 2.25,
  "drt-total-wl_um": 10900,
  "dpl_worst_slack_ns": 0.226,
  "initCoreUtil_pct": 51.5,
  "yosysTopAreaCell": "edfxtp_1",
  "dr.first_iter.drc_count": 185,
  "rows": 39,
  "untimed_endpoints": 1,
  "cp.required_ns": 2.82,
  "lay_top_count": "edfxtp_1",
  "path_max_fanout": 8,
  "max-slew-margin-rel_pct": 54.0,
  "yosys_area_um2": 5940,
  "final_max_slew_viol_count": 0,
  "setup.worst_path.class": "input port to register",
  "clk_pin_slew_ns": 0.06,
  "ys_cells": 301,
  "warnings": 26,
  "gp_congestion": 0.771,
  "rrSetupSlack_ns": 0.70,
  "area_growth_pct": 19.3,
  "gr-total-overflow": 0,
  "syn_avg_cell_area_um2": 19.7,
  "ant_nets": 0,
  "cp-start-kind": "input port",
  "finClkSkew_ns": 0.00547,
  "die_width_um": 111,
  "p_leak_nw": 2.35,
  "via_per_inst": 5.73,
  "failed_checks": "DRC",
  "setup_viol": 0,
  "grt_pass1_wl_um": 16900,
  "num_io_pins": 23,
  "io_buffers": 21,
  "p_per_area_nw_per_um2": 777,
  "die_h_um": 111,
  "drc": 1,
  "yosysTopAreaCellShare_pct": 68.8,
  "worstSetupEndpointType": "register",
  "die_area_um2": 12300,
  "dr.pass1.iters": 50,
  "setup_tns_ns": 0,
  "yosys-top-cells-area": "edfxtp_1 (69%), mux4_2 (8.0%), mux4_1 (4.9%)",
  "antenna_found_initial": 0,
  "hold_path.class": "register to async pin",
  "grt_max_degree": 35,
  "status": "finished with violations",
  "core_um2": 11500,
  "wl_per_cell_um": 21.4,
  "rsz0062_at_grt": "no",
  "hold_viol_final": 0,
  "drive_above_1_share_pct": 22.7
}
[report_power, final]
| group | leakage [nW] | switching [mW] | internal [mW] |
|---|---|---|---|
| clock | 0.318 | 0.947 | 1.67 |
| combinational | 0.659 | 0.131 | 0.127 |
| sequential | 1.37 | 0.0235 | 2.60 |
[metal layers]
layer	global-route usage, %	vias to the layer above	share of wire, %
met3	11.5	12	9.7
met2	30.1	125	48
met4	3.38	0	1.6
met1	33.2	1460	40
li1	-	1314	-
met5	0	-	0
[critical path, cell delays in order]
cell	delay, ns
clkdlybuf4s50_1	0.49
nor2b_1	0.29
or3b_2	0.54
nor3_1	0.18
buf_4	0.21
[synthesized netlist by cell type, drive strengths merged]
cell type,count
a211oi,2
nor3,4
buf,8
nor2,25
nand2,12
conb,1
nor2b,4
dlxtp,1
nor4,1
or3b,1
inv,1
mux2i,6
nand4b,2
clkbuf,8
dfstp,2
ha,4
nand3,1
and2,1
dfxtp,14
mux4,32
nand3b,4
xor2,8
a22oi,16
edfxtp,136
nand2b,3
xnor2,4
[registers in the layout, summed over array words and instances (netlist names)]
register / cells
GrayCounter_pRd.BinaryCount: 3
Data_out: 8
GrayCounter_pRd.GrayCount_out: 4
Mem: 128
GrayCounter_pWr.BinaryCount: 4
Status: 1
Full_out: 1
GrayCounter_pWr.GrayCount_out: 3
Empty_out: 1
[final cells by class]
class                   instances  area (um2)
inverters                       1        3.75
well taps                     143         179
multi-input cells             132        1400
flip-flops and latches        153        4430
fillers                       811        4440
repair buffers                 43         375
clock buffers                  21         514
clock inverters                15         179
[kinds of logic after synthesis]
logic type / after synthesis / synth area share, %
AND/OR/NAND/NOR: 58 / 4.66
buffers and inverters: 17 / 1.88
latches: 1 / 0.253
flip-flops: 152 / 74.4
adder cells (fa/ha/maj): 4 / 0.843
XOR/XNOR: 12 / 1.77
multiplexers: 38 / 13.8
other: 1 / 0.0632
AND-OR/OR-AND: 18 / 2.28
[final timing paths]
kind	startpoint	endpoint	cells after the start
max reg2reg	GrayCounter_pRd.GrayCount_out[0]	Data_out[3]	4
max in group clk0	GrayCounter_pRd.GrayCount_out[0]	Data_out[3]	4
min in group clk1	GrayCounter_pWr.BinaryCount[0]	GrayCounter_pWr.BinaryCount[0]	2
min	GrayCounter_pRd.GrayCount_out[3]	Full_out	3
min reg2reg	GrayCounter_pRd.GrayCount_out[3]	Full_out	3
min in group clk0	GrayCounter_pRd.GrayCount_out[0]	GrayCounter_pRd.GrayCount_out[0]	2
max	WriteEn_in	Mem[0][1]	5
max in group asynchronous	GrayCounter_pWr.BinaryCount[1]	Empty_out	3
[per-stage QoR]
step | power (mW) | instances | hold slack [ns] | util [%] | cell area, um2
after floorplan | 2.83 | 302 | 0.432 | - | 5940
after global placement | 2.93 | 472 | 0.527 | 55.5 | 6390
after detailed placement | 2.93 | 472 | 0.528 | 55.5 | 6390
after CTS | 5.54 | 508 | 0.366 | 61.5 | 7080
after global routing | 5.67 | 508 | 0.422 | 61.5 | 7080
final | 5.50 | 508 | 0.360 | 61.5 | 7080
No activity file was given, so power comes from the tool's default toggle rates.
