--- flow/run.sh ---
#!/bin/bash
# OpenROAD 26Q1-2900-gdf79404cd8, Yosys 0.63+post, stock flow scripts
make -C /OpenROAD-flow-scripts/flow DESIGN_CONFIG=/design/flow/config.mk WORK_HOME=/design/flow/orfs finish
--- flow/config.mk ---
export PLATFORM = sky130hd
export DESIGN_NAME = trig
export DESIGN_NICKNAME = trig
export VERILOG_FILES = /design/flow/design.v
export SDC_FILE = /design/flow/constraint.sdc
export NUM_CORES = 4
export LEC_CHECK = 1
export CORE_UTILIZATION = 30
--- flow/design.v ---
module trig(input logic [7:0]scopeIn,trigLevel,
				input logic [5:0]timeScale,
				input logic clk,reset,
				output logic [7:0]scopeOut);
logic [7:0]scopeInTenX;
assign scopeInTenX = scopeIn;
logic [31:0] writeCount;
logic [31:0] timeScaleCount;
always_comb
begin
	case(timeScale)
			6'b000001 : timeScaleCount = 32'd100000;
			6'b000010 : timeScaleCount = 32'd10000;
			6'b000100 : timeScaleCount = 32'd1000;
			6'b001000 : timeScaleCount = 32'd100;
			6'b010000 : timeScaleCount = 32'd25;
			6'b100000 : timeScaleCount = 32'd15;
			default : timeScaleCount = 32'd200;
	endcase
end
always_ff@(posedge clk, posedge reset) begin
	if(reset) begin
		scopeOut = 0;
		writeCount <= 32'b0;
	end
	else begin
		if((scopeInTenX >= trigLevel)&&(writeCount==32'b0)) begin
			scopeOut <= scopeInTenX;
			writeCount <= writeCount + 1;
		end
		else if((writeCount != 32'd0)&& (writeCount < timeScaleCount)) begin
		writeCount <= writeCount + 1;
		scopeOut <= scopeInTenX;
		end
		else begin
			writeCount <= 0;
			scopeOut <= 0;
		end
	end
end
endmodule 
--- flow/constraint.sdc ---
current_design trig

set clk_period 3.9
set clk_io_pct 0.2

create_clock -name clk0 -period $clk_period [get_ports {clk}]

set non_clock_inputs [all_inputs -no_clocks]
set_input_delay [expr $clk_period * $clk_io_pct] -clock clk0 $non_clock_inputs
set_output_delay [expr $clk_period * $clk_io_pct] -clock clk0 [all_outputs]
==> job_summary.md <==
### Yosys + OpenROAD results

| Metric | Value |
|---|---|
| Status | `complete, no violations` |
| Number of diodes | `0` |
| Final instance area | `approximately 3000 um2` |
| R2r worst-path depth | `8` |
| Yosys warnings | `1` |
| Switching share of power | `about a quarter` |
| Post-CTS Hold Fix Bufs | `0` |
| Starting DRT DRC Count | `54` |
| RePlAce Congestion | `0.784` |
| Top cells by area | `dfrtp_1 42%, ha_1 12%, xor2_1 5.2%, nor3_1 4.9%, xnor2_1 3.3%` |
| Clock power frac | `40.3%` |
| CP bufs+invs | `2` |
| Routed WL per cell | `between 10 and 15 um` |
| Pleak | `roughly 0.0013 uW` |
| Combinational gate area | `1300 um2` |
| Buffers on Ports | `31` |
| Post-route total power | `between 800 and 900 uW` |
| # Cells Yosys | `237` |
| Drt via density | `around 4.6` |
| Slowest CP cell | `clkdlybuf4s50_1` |
| Via count | `1789` |
| Root Buffer | `clkbuf_8` |
| # resized after CTS | `0` |
| Leading area contributor after synthesis | `dfrtp_1` |
| Final hold violation count | `0` |
| Seq/Total Area, Yosys | `42.3%` |
| Hold WS | `591 ps` |
| Hold Path Depth | `1` |
| Final setup viols | `0` |
| Sw power | `between 200 and 250 uW` |
| CTS sink cnt | `40` |
| TNS Setup | `0 ps` |
| Chip Area, Yosys | `between 2000 and 2500 um2` |
| Share of total power in combinational logic | `10.8%` |
| Initial antenna violation count | `0` |
| Pre-Repair DR Iteration Count | `4` |
| Final Skew | `6.45 ps` |
| Largest net degree at the start of global routing | `41` |
| Synth top area share | `42.3%` |
| Reg2reg start | `writeCount[0]` |
| Placed cell count | `around 380` |
| H-Tree Depth | `2` |
| IO Pins | `32` |
| Hold Path Class | `reg -> reg` |
| Placed cell area | `2850 um2` |
| Log Warnings | `26` |
| Commonest cells after routing, fill and taps aside | `40 x dfrtp_1, 31 x clkdlybuf4s50_1, 23 x nor3_1, 23 x ha_1` |
| Crit path top cell by count | `o31ai_1` |
| Crit. End Element | `register` |
| Drt drc | `0` |
| Crit path arrival time | `around 3600 ps` |
| Synth flops | `40` |
| CTS Buf Count | `5` |
| Pwr/cell area | `292 nW/um2` |
| Worst skew pair latency | `just under 300 ps` |
| Share of cells above drive strength 1 | `9.12%` |
| Worst r2r dst | `scopeOut[7]` |
| Synth Instances | `237` |
| Clk buf depth | `2` |
| Post-CTS setup buffer count | `0` |
| Die H | `90.8 um` |
| DP Wirelength | `3230 um` |
| Maximum VDD drop | `0.000231 V` |
| Gr usage total | `between 10% and 20%` |
| Die W | `a little over 90 um` |
| Max Fanout on Critical Path | `18` |
| CTS tree | `yes` |
| Internal Power | `659 uW` |
| Grt ovf | `0` |
| Global-route wire length before repair | `8200 um` |
| WL final | `4650 um` |
| Core area | `slightly below 8000 um2` |
| Crit path DRT | `4090 ps` |
| Max incr delay on CP | `roughly 600 ps` |
| Period minus WS final | `about 3400 ps` |
| Slew Viols, Final | `0` |
| Most numerous logic cell after layout | `dfrtp_1` |
| Final Non-Filler Cells | `387` |
| Cell family contributing the most delay on the critical path | `simple AND/OR/NAND/NOR gates` |
| # Max-Cap Violations | `0` |
| Cell Chain, Critical Path | `clkdlybuf4s50_1 > nor3_1 > nand3_1 > and2_1 > ha_1 > o31ai_1 > o21ai_0 > o31ai_1 > a31oi_2 > buf_4 > nor4b_1` |
| Synth unique cells | `39` |
| WHS Endpoint | `writeCount[0]` |
| Critical Path Start Type | `primary input` |
| Critical setup path kind | `in -> reg` |
| Clock transition at path regs | `90 ps` |
| Flop pwr share | `between 40% and 50%` |
| Sequential Area | `1000 um2` |
| Syn Std Cell Area | `between 2000 and 2500 um2` |
| Row cnt | `32` |
| Fill cell count | `763` |
| Syn Area/Cell | `9.99 um2` |
| RSZ-0062 raised after global routing | `false` |
| R2R Setup Slk | `1440 ps` |
| Fmax | `0.296 GHz` |
| Vias in the first global route | `1758` |
| Die area | `8250 um2` |
| Area Overhead vs Synth | `25.2%` |
| Fp_density | `30.8%` |
| Cycle use final | `86.6%` |
| Hold Crit Start | `writeCount[0]` |
| Routed Antenna Nets | `0` |
==> metrics by stage <==
| stage | util, % | worst slack [ps] |
|---|---|---|
| after floorplan | - | 923 |
| after global placement | 37.0 | 312 |
| after detailed placement | 37.0 | 186 |
| after CTS | 38.5 | 520 |
| after global routing | 38.5 | 199 |
| final | 38.5 | 521 |
==> worst max path at each step <==
stage | depth (start not counted) | start | slack (ps) | end
4_1_cts | 11 | timeScale[5] | 520 | scopeOut[4]
5_1_grt | 11 | timeScale[5] | 200 | scopeOut[1]
6_report | 11 | timeScale[5] | 520 | scopeOut[4]
==> routing by layer <==
layer,vias up,GRT usage [%],routed length (um)
li1,928,-,-
met1,827,19.5,2390
met2,30,18.9,2040
met3,4,2.31,188
met4,0,0.926,31
met5,-,0,0
==> worst register-to-register path: stages, from the launching register on <==
cell and delay (ps):
dfrtp_1 460, inv_1 90, ha_1 130, or4b_1 440
nor3_2 140, nand4_1 220, a2111oi_2 330, o31a_2 420
nor4b_1 100
==> sequential cells by signal, indices dropped and copies added, names as in the netlist <==
signal      flops
scopeOut        8
writeCount     32
==> synthesized netlist by cell type <==
cell type	number
dfrtp_1	40
a31oi_2	1
and4_1	1
conb_1	1
and3_1	3
buf_6	2
nand2_1	11
nor2_2	1
buf_2	2
or4b_1	1
o211ai_1	1
nor2_1	12
nor4b_2	2
a31oi_1	1
o31a_2	1
nor4_1	5
xor2_1	14
nand4_1	5
nor4b_1	6
a21oi_1	5
nand2b_1	2
a21boi_0	1
nor3_2	1
inv_1	14
o32a_1	1
o21ai_1	1
o31ai_1	3
nor3_1	23
and2_1	2
xnor2_1	9
o21ai_0	10
nand4b_1	1
clkbuf_1	7
a21o_1	4
nor4_2	4
ha_1	23
a2111oi_2	1
or3_1	1
nand3_1	14
==> cells by family (layout without fill, tap and decap cells) <==
group | count (synthesis) | in the layout | share of synthesized area (%)
simple gates | 95 | 95 | 23.7
flops | 40 | 40 | 42.3
compound gates | 30 | 30 | 8.51
buf+inv | 25 | 60 | 4.70
fa+ha+maj | 23 | 23 | 12.2
xor+xnor | 23 | 23 | 8.51
other cells | 1 | 14 | 0.158
==> cell type report <==
| class | count | share of cell area [%] |
|---|---|---|
| multi-input combinational | 185 | 44.0 |
| sequential | 40 | 33.8 |
| tap | 102 | 4.31 |
| clock inverter | 3 | 1.56 |
| timing repair buffer | 38 | 12.2 |
| clock buffer | 5 | 2.32 |
| inverter | 14 | 1.77 |
==> power by group through the flow <==
stage | clock network, uW | registers [uW] | logic (uW)
after CTS | 359 | 424 | 95.4
after global routing | 376 | 424 | 107
final | 349 | 424 | 93.6
Power is estimated from default activity; no workload was simulated.
